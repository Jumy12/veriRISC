File: run.sh
#!/bin/bash
# OpenROAD 26Q1-2900-gdf79404cd8, Yosys 0.63+post, stock flow scripts
make -C /OpenROAD-flow-scripts/flow DESIGN_CONFIG=/design/flow/config.mk WORK_HOME=/design/flow/orfs finish
File: config.mk
export PLATFORM = sky130hd
export DESIGN_NAME = memory
export DESIGN_NICKNAME = memory
export VERILOG_FILES = /design/flow/design.v
export SDC_FILE = /design/flow/constraint.sdc
export NUM_CORES = 4
export LEC_CHECK = 1
export CORE_UTILIZATION = 50
File: constraint.sdc
current_design memory

set clk_period 3.5
set clk_io_pct 0.2

create_clock -name clk0 -period $clk_period [get_ports {CLK}]

set non_clock_inputs [all_inputs -no_clocks]
set_input_delay [expr $clk_period * $clk_io_pct] -clock clk0 $non_clock_inputs
set_output_delay [expr $clk_period * $clk_io_pct] -clock clk0 [all_outputs]
File: design.v
module memory #(parameter AWIDTH = 5 , DWIDTH =8)
( 
    input wire [AWIDTH-1:0] ADDR,
    input wire CLK,wr,rd,
    inout wire [DWIDTH-1:0] data
);
reg [DWIDTH-1:0] array [31:0];
always @(posedge CLK)
  begin
  if (wr)
  array[ADDR] <= data;
  end
assign data = (rd) ? array[ADDR] : {DWIDTH{1'bz}}; 
endmodule      
==> flow_summary.ini <==
; generated from flow reports
[outcome]
run_status = did not finish
last-stage-reached = 4_1_cts
run.stop_error = [error] [KeplerFormal.cpp:679] Workflow failed: Iso has multiple drivers: .data0, _541_.Y0

[logic_synthesis]
yosys_area_sq_mm = 0.0100
postSynthAreaPerCell_sq_um = 17.7
synthesis.area_sq_mm = 0.0100
synth-cells-yosys = 568
synth_xor_xnor_area_share_pct = 0
synthesis.instances = 568
synth-warning-count = 2
synthAoiAreaFrac_pct = 4.05
synth.yosys.seq_area_share_pct = 76.5
netlist-cell-type-count = 23
ys_sh_adder_pct = 0
post_synth_and_or_nand_nor_area_fraction_pct = 4.93
postSynthRegisterBits = 256
post_synth_mux_area_share_pct = 12.8
ys_top_logic_family = multiplexers

[placed_design]
gp_congestion = 0.863
hpwl_um = 12800
portBuffers = 6

[floorplanning]
initial_core_util_pct = 51.3
num_rows = 51
floorplan.io_pins = 16
dieHeight_um = 144
chipWidth_um = 144

[clock_tree]
cts_num_sinks = 256
cts_setup_buffers = 3
cts_inserted_buffers = 26
h-tree-depth = 1
clock_root_buffer = clkbuf_16
cts_resized = 1
cts_hold_buf = 0
cts_buffer_depth = 3
-- kinds of logic after synthesis --
| kind of cell | count (synthesis) |
|---|---|
| flip-flops | 256 |
| AND/OR/NAND/NOR | 85 |
| multiplexers | 128 |
| AND-OR/OR-AND | 64 |
| buffers and inverters | 35 |
-- synthesized netlist by cell type --
cell | n | area share (%)
nand3b_1 | 4 | 0.30
nand4_1 | 1 | 0.062
clkbuf_1 | 8 | 0.30
or4bb_1 | 1 | 0.11
buf_6 | 2 | 0.22
nor3_1 | 4 | 0.20
buf_2 | 22 | 1.1
clkbuf_2 | 1 | 0.050
o22ai_2 | 1 | 0.12
mux2i_1 | 128 | 13
buf_1 | 2 | 0.075
or3_1 | 1 | 0.062
nand4b_1 | 4 | 0.35
or4_1 | 1 | 0.075
nand2_1 | 10 | 0.37
nand3_1 | 2 | 0.10
or3b_2 | 3 | 0.26
nor4_1 | 16 | 1.0
o22ai_1 | 63 | 3.9
edfxtp_1 | 256 | 77
or4b_1 | 4 | 0.40
nand4bb_1 | 5 | 0.56
nor2_1 | 29 | 1.1
-- per-stage QoR --
| step | worst slack [ps] | std cells | hold slack, ps | instance area [sq um] |
|---|---|---|---|---|
| floorplan | 603 | 568 | 951 | 10000 |
| global placement | 37.7 | 869 | 1220 | 10800 |
| detailed placement | 12.4 | 869 | 1160 | 10800 |
