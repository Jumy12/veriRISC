==> design.v <==
module counter
#(
  parameter integer WIDTH=5
 )
 (
  input  wire clk  ,
  input  wire rst  ,
  input  wire load ,
  input  wire enab ,
  input  wire [WIDTH-1:0] cnt_in ,
  output reg  [WIDTH-1:0] cnt_out 
 );
function [4:0] cnt_func (
  input rst,load,enab,
  input [4:0] cnt_in,
  input [4:0] cnt_out
);
 begin
 if(rst)
   cnt_func = 'b0;
 else if (load)  
   cnt_func = cnt_in;
 else if (enab)
   cnt_func = cnt_out + 1'b1;
 else
   cnt_func = cnt_out;
 end
endfunction 
  always @(posedge clk)
     cnt_out <= cnt_func (rst, load, enab ,cnt_in, cnt_out);  
endmodule
==> run.sh <==
#!/bin/bash
# OpenROAD 26Q1-2900-gdf79404cd8, Yosys 0.63+post, stock flow scripts
make -C /OpenROAD-flow-scripts/flow DESIGN_CONFIG=/design/flow/config.mk WORK_HOME=/design/flow/orfs finish
==> config.mk <==
export PLATFORM = sky130hd
export DESIGN_NAME = counter
export DESIGN_NICKNAME = counter
export VERILOG_FILES = /design/flow/design.v
export SDC_FILE = /design/flow/constraint.sdc
export NUM_CORES = 4
export LEC_CHECK = 1
export CORE_AREA = 10 10 70 70
export DIE_AREA = 0 0 80 80
==> constraint.sdc <==
current_design counter

set clk_period 1.2
set clk_io_pct 0.2

create_clock -name clk0 -period $clk_period [get_ports {clk}]

set non_clock_inputs [all_inputs -no_clocks]
set_input_delay [expr $clk_period * $clk_io_pct] -clock clk0 $non_clock_inputs
set_output_delay [expr $clk_period * $clk_io_pct] -clock clk0 [all_outputs]
==> impl_metrics.toml <==
# synthesis and place-and-route metrics
[sta]
setup_viol = 0
clock_skew_ns = 0.00169
max_slew_margin_pct = 78.3
finalClockPeriodUsage_pct = 95.8
fin_crit_ns = 1.15
finalMaxSlewViolations = 0
rsz0062_at_grt = "no"
tightest_slew_ns = 0.324
fmax_ghz = 0.870
setup_ws_ns = 0.0506
hold_violations = 0

[finish]
fin_area_sq_um = 524
top_register = "cnt_out"
drive_above_1_share_pct = 31.4
largest_register_ffs = 5
reg_top3 = "cnt_out (5)"
utilization_pct = 15.3
area.growth.synth_to_final_pct = 104
finalNonFillerCells = 97

[global_routing]
grt_pass1_vias = 323
grtUsageTotal_pct = 2.73
grt_max_degree = 9
grt_pass1_wl_um = 1410
antenna_found_initial = 0
grt_remaining_overflow = 0

[floorplan]
chipArea_sq_mm = 0.00640
die_x_um = 80
fp_util_pct = 7.51
chipHeight_um = 80
fp-row-count = 21
io_pins = 14
design.core.area_sq_mm = 0.00342

[placed_design]
hpwl_um = 661
dp_cells = 88
port_buffers = 13
place.gp.congestion = 0.736
dp_slack_ns = -0.229
placed_cell_area_sq_um = 454

[synthesis]
synth.top_cells.by_count = "dfxtp_1, a21oi_1, inv_1, o21a_1, xnor2_1"
yosysUniqueCellTypes = 13
syn_area_sq_um = 256
edf_count = 0
top_area_share_pct = 39.0
ys_seq_share_pct = 39.0
async_flop_share_pct = 0
ys_cells = 28
ys_warn_count = 1
postSynthCellCount = 28
synth_area_per_cell_sq_um = 9.16
synthTopCellsByArea = "dfxtp_1, xnor2_1, o21a_1"
most_common_cell = "dfxtp_1"
largest_area_cell = "dfxtp_1"
synthFlopType = "dfxtp_1"
ys_area_sq_um = 256
ys_ff = 5

[routing]
drt_iter0_drc = 8
drc_errors = 0
antenna_cells_inserted = 0
num_vias = 284
ant_nets = 0
first_pass_iters = 2
routed_wl_um = 899
post_drt_wl_per_cell_um = 9.27
via_per_inst = 2.93

[clock_network]
clock_latency_ns = 0.24
cts_tree = "done"
cts_made_buffers = 3
cts.hold.buffers_added = 0
root_buffer = "clkbuf_4"
cts.clk_slew.worst_paths_ns = 0.05
ctsHtreeMaxLevel = 1
clkSinkCount = 5
cts_max_path_buffers = 2

[power_and_ir_drop]
power_uw = 512
pwr-share-comb_pct = 24.0
powerDensity_mw_per_mm2 = 976
swShare_pct = 23.8
pwr-share-seq_pct = 37.2
p_leak_uw = 0.000244
clkPwrFrac_pct = 38.8
vdd_drop_max_mv = 0.158
p_int_uw = 390
power.switching_uw = 122

[setup_path]
cp.required_ns = 1.32
reg2reg_from = "cnt_out[0]"
r2r_end = "cnt_out[1]"
cp_max_fo = 3
worstSetupPathType = "reg -> reg"
rrSetupSlack_ns = 0.05
crit_path_start_kind = "register"
ff2ff_path_depth = 4
cp_data_arrival_time_ns = 1.27
cp-end-kind = "register"

[min_path]
hold_class = "in -> reg"
holdCritStartpoint = "enab"
min_path_cells = 4
holdPathEnd = "cnt_out[2]"

[run]
maxCapViolCount = 0
warnings = 25

[status]
status = "complete, no violations"
kinds of logic after synthesis:
| family | after synthesis | synth area share (%) |
|---|---|---|
| xor gates and xnor gates | 4 | 13.7 |
| and+or+nand+nor | 5 | 9.27 |
| AOI/OAI and AO/OA | 6 | 14.6 |
| DFF | 5 | 39.0 |
| muxes | 3 | 12.2 |
| adders and majority gates | 1 | 4.88 |
| buffers and inverters | 4 | 6.34 |
through the flow:
step / TNS [ns] / hold WS, ns
global placement: -0.654 / 0.570
global route: 0 / 0.565
detailed placement: -0.770 / 0.571
floorplan: 0 / 0.312
CTS: 0 / 0.630
finish: 0 / 0.542
critical path, stage by stage (launching register included):
cell     delay, ns
dfxtp_2       0.32
ha_1          0.29
mux2_4        0.26
mux2i_1       0.12
nor2_1        0.05
power groups by stage:
stage / combinational (uW) / clock (uW) / sequential, uW
5_1_grt: 134 / 217 / 192
4_1_cts: 118 / 206 / 190
6_report: 123 / 198 / 190
cells in the final DEF (no fill, tap or decap), types with 2 or more instances in the layout:
cell type	instances
nor2_1	2
nand4_1	2
buf_4	7
dlygate4sd2_1	5
inv_1	3
mux2i_1	2
o21a_1	3
clkbuf_4	3
clkdlybuf4s50_1	7
a21oi_1	3
xnor2_1	3
dfxtp_2	5
per-layer routing:
metal,routed length [um],part of all wire [%],vias to the layer above,track usage (%)
met5,0,0,-,0
met4,27,3.0,0,1.41
met3,111,12,2,1.70
met2,385,43,10,4.17
met1,375,42,133,2.86
li1,-,-,139,-
cell type report:
| class | count | area (sq um) |
|---|---|---|
| clock buffers | 4 | 26.3 |
| fillers | 387 | 2890 |
| inverters | 3 | 11.3 |
| multi-input cells | 19 | 144 |
| flip-flops and latches | 5 | 106 |
| well taps | 46 | 57.6 |
| repair buffers | 20 | 179 |
how the worst max path moves through the flow:
| stage | end | cells after the start | startpoint | slack, ns |
|---|---|---|---|---|
| after CTS | cnt_out[1] | 4 | cnt_out[0] | 0.02 |
| after global routing | cnt_out[1] | 4 | cnt_out[0] | 0.006 |
| final | cnt_out[1] | 4 | cnt_out[0] | 0.05 |
repair_timing:
item | CTS | global route
setup buffers | 5 | 0
resized | 10 | 2
setup endpoints to repair | 6 | 1
No activity file was given, so power comes from the tool's default toggle rates.
