## flow/run.sh

```bash
#!/bin/bash
# OpenROAD 26Q1-2900-gdf79404cd8, Yosys 0.63+post, stock flow scripts
make -C /OpenROAD-flow-scripts/flow DESIGN_CONFIG=/design/flow/config.mk WORK_HOME=/design/flow/orfs finish
```

## flow/config.mk

```make
export PLATFORM = sky130hd
export DESIGN_NAME = controller
export DESIGN_NICKNAME = controller
export VERILOG_FILES = /design/flow/design.v
export SDC_FILE = /design/flow/constraint.sdc
export NUM_CORES = 4
export LEC_CHECK = 1
export CORE_AREA = 10 10 70 70
export DIE_AREA = 0 0 80 80
```

## flow/constraint.sdc

```tcl
current_design controller

set clk_period 2.0
set clk_io_pct 0.2

create_clock -name clk0 -period $clk_period

set non_clock_inputs [all_inputs -no_clocks]
set_input_delay [expr $clk_period * $clk_io_pct] -clock clk0 $non_clock_inputs
set_output_delay [expr $clk_period * $clk_io_pct] -clock clk0 [all_outputs]
```

## flow/design.v

```verilog
module controller(
    input wire zero,
    input wire [2:0] phase,op_code,
    output reg sel,rd,ld_ir,halt,inc_pc,ld_ac,ld_pc,wr,data_e
);
parameter INST_ADDR = 3'b000,
          INST_FETCH = 3'b001,
          INST_LOAD = 3'b010,
          IDLE = 3'b011,
          OP_ADDR = 3'b100,
          OP_FETCH = 3'b101,
          ALU_OP = 3'b110,
          STORE = 3'b111;
always @(*)
begin 
   case (phase)
INST_ADDR:begin
    sel = 1'b1;
    {rd,ld_ir,halt,inc_pc,ld_ac,ld_pc,wr,data_e} = 8'b00000000;
    end
INST_FETCH:begin
    sel = 1'b1;
    {rd,ld_ir,halt,inc_pc,ld_ac,ld_pc,wr,data_e} = 8'b10000000;
    end
INST_LOAD:begin
    sel = 1'b1;
    {rd,ld_ir,halt,inc_pc,ld_ac,ld_pc,wr,data_e} = 8'b11000000;
    end
IDLE:begin
    sel = 1'b1;
    {rd,ld_ir,halt,inc_pc,ld_ac,ld_pc,wr,data_e} = 8'b11000000;
    end
OP_ADDR:begin
    sel = 1'b0;
    inc_pc = 1'b1;
    {rd,ld_ir,ld_ac,ld_pc,wr,data_e} = 6'b000000;
    if (op_code==3'b000)
      halt = 1'b1;
    else 
      halt = 1'b0;  
    end
OP_FETCH:begin
    sel = 1'b0;
    {ld_ir,halt,inc_pc,ld_ac,ld_pc,wr,data_e} = 7'b0000000;
    if (op_code==3'b010 || op_code==3'b011 || op_code==3'b100 || op_code==3'b101 )
      rd = 1'b1;
    else 
      rd = 1'b0;  
    end
ALU_OP:begin
    sel = 1'b0;
    {ld_ir, halt, ld_ac, wr} = 4'b0000;
    ld_pc  = (op_code == 3'b111);
    data_e = (op_code == 3'b110);
    if (op_code == 3'b001 && zero) begin
        inc_pc = 1'b1;   
    end else begin
        inc_pc = 1'b0;
    end
    if (op_code==3'b010 || op_code==3'b011 || op_code==3'b100 || op_code==3'b101)
        rd = 1'b1;
    else
        rd = 1'b0;
end
STORE:begin
    sel = 1'b0;
    {ld_ir,halt,inc_pc} = 3'b000;
    ld_pc  = (op_code == 3'b111);
    data_e = (op_code == 3'b110);
    wr     = (op_code == 3'b110);
    if (op_code==3'b010 || op_code==3'b011 || op_code==3'b100 || op_code==3'b101 )
      {rd,ld_ac} = 2'b11;
    else 
      {rd,ld_ac} = 2'b00;    
    end
   endcase
end
endmodule
```

==> results.txt <==
Implementation results.

The run finished with clean final reports. The transition time recorded at the tightest slew-check pin is 0.204 ns. The final weighted congestion in routability-driven placement is 0.730. In this run the full chip footprint comes out at 0.00640 mm². The internal power of the cells totals 29.5 µW. Entering global routing, the biggest net connects 6 pins. Dividing the detail-routed wire length by the instance count gives 8.11 µm. The total count of hold-check failures in the final report is 0. The half-perimeter wire length of the detailed placement result is 567 µm. The synthesis report lists the Yosys warning total as 1. The final setup slack of the worst path is 0.0690 ns. The combinational share of power is 100.0%. Cells fill 10.3% of the core in the end. For this run, the register share of the synthesized area comes to 0%. The area reported by Yosys stat is 95.1 µm². The tightest min-delay check is of the input pin to primary output type.

The width of the die is 80 µm. The global routing report lists combined usage of all routing layers as 1.82%. The via count of the first global-routing pass is 174. The part of the power in registers is 0%. For the worst setup path, the data required time is 1.60 ns.

Once iteration 0 of detailed routing completed, the report listed 3 DRC markers. The report puts the hold buffer count at CTS at 0. The leakage dissipation is 0.000174 µW.

The power share of the clock group is 0%. STA lists the maximum fanout along the critical path as 3. The average instance in the mapped netlist occupies 5.59 µm². The worst setup path is captured at a primary output. The wire length of the first global-routing pass is 972 µm.

Before any placement, the netlist area is recorded as 95.1 µm². Before antenna repair, the detailed router went through 4 iterations. The tool flagged a number of max-cap violations equal to 0. In this build the clock could be raised as far as 518 MHz. The ratio of final minimum period to clock period is 96.6%. The total DRC errors in the routed layout is 0. Counting pins that exceed their max-slew limit in the final report gives 0. The worst hold path startpoint is op_code[0]. The worst VDD IR drop from the latest analysis is 0.0147 mV. According to the timing report, the arrival time at the worst endpoint equals 1.53 ns. Setup repair after global routing left no endpoint under its margin. After detailed routing, the number of vias per cell comes to 2.48. The number of setup violations in the final report is 0.

The sequential cell count of the final layout is 0. In this run the tools logged warnings totalling 33. The total detailed-routing wirelength is 681 µm.

According to the floorplan log, the row count is 21. In the finished layout, the clock tree contains a buffer count of 0. Input and output buffers added on the ports amount to 16.

In this run the layout overhead on the synthesized area is reported as 271%. The worst path in the final design needs a cycle of 1.93 ns, including I/O delays and setup. The pre-CTS setup check shows a worst slack of -0.345 ns. The power spent charging and discharging nets is 15.8 µW. The layout cell share with drive strength beyond 1 is 15.8%. In the Yosys stats the netlist draws on 11 distinct library cells.

The critical path startpoint category is an input pin. The final antenna diode tally reported by the flow is 0. For this design, Yosys synthesis ends with a cell count of 17.

The overall overflow remaining after global route is 0. The count of boundary I/O pins is 16. The number of antenna violations at the first check in global routing was 0. The instance count of the mapped netlist is 17. The final route contains 208 vias. Dividing total power by cell area gives a power density of 129 mW/mm². The die is 80 µm tall. The critical path start-end classification is input pin to primary output. Per the breakdown, switching nets consume 34.9% of all power. The standard cell core area is 0.00342 mm².

The count of nets left with antenna violations after detail routing is 0. The startpoint of the most critical setup path is op_code[2]. The floorplan-stage core utilization is 2.78%. The layout report lists the combined flip-flop and latch area as 0 µm².

The max-slew check reports its worst relative slack as 86.3%.
## metrics by stage
step | hold slack [ns] | setup TNS, ns | instance area [µm²] | total power (µW) | std cells
2_1_floorplan | 0.809 | 0 | 95.1 | 8.35 | 17
3_3_place_gp | 1.76 | -1.39 | 350 | 48.0 | 84
3_5_place_dp | 1.76 | -1.37 | 350 | 48.9 | 84
4_1_cts | 1.44 | -0.135 | 344 | 45.3 | 84
5_1_grt | 1.32 | 0 | 353 | 49.9 | 84
6_report | 1.28 | 0 | 353 | 45.3 | 84
## power by group through the flow
stage	Sequential, µW	Combinational (µW)	Clock, µW
6_report	0	45.3	0
5_1_grt	0	49.9	0
4_1_cts	0	45.3	0
## cell usage in the layout (no fill, tap or decap)
master,instances
sky130_fd_sc_hd__nor2_1,5
sky130_fd_sc_hd__nand4bb_1,1
sky130_fd_sc_hd__a21oi_1,1
sky130_fd_sc_hd__nand2b_1,1
sky130_fd_sc_hd__xnor2_1,1
sky130_fd_sc_hd__dlygate4sd2_1,8
sky130_fd_sc_hd__nor2b_1,1
sky130_fd_sc_hd__buf_4,4
sky130_fd_sc_hd__nor3b_1,1
sky130_fd_sc_hd__or4_1,1
sky130_fd_sc_hd__nand3_1,1
sky130_fd_sc_hd__nand4_1,1
sky130_fd_sc_hd__clkdlybuf4s50_1,5
sky130_fd_sc_hd__a21oi_2,1
sky130_fd_sc_hd__dlymetal6s2s_1,2
sky130_fd_sc_hd__clkdlybuf4s15_1,1
sky130_fd_sc_hd__buf_6,1
sky130_fd_sc_hd__inv_1,2
## cells by family after synthesis
family                    after synthesis  synth area share [%]
xor gates and xnor gates                1                  9.21
and+or+nand+nor                        12                  72.4
AOI/OAI and AO/OA                       2                  10.5
buffers and inverters                   2                  7.90
## per-layer routing
layer | up-vias | GRT usage, % | part of all wire [%]
li1 | 102 | - | -
met1 | 91 | 2.64 | 45
met2 | 15 | 2.57 | 36
met3 | 0 | 0.795 | 18
met4 | 0 | 0 | 0
met5 | - | 0 | 0
## critical path: stages
cell	delay, ns
sky130_fd_sc_hd__dlygate4sd2_1	0.25
sky130_fd_sc_hd__buf_4	0.14
sky130_fd_sc_hd__xnor2_1	0.13
sky130_fd_sc_hd__a21oi_1	0.13
sky130_fd_sc_hd__clkdlybuf4s50_1	0.48
## Yosys cell counts (all sizes together)
master   instances  share of area, %
nor3b            1               7.9
nand4            1               6.6
a21oi            2                11
nor2             5                20
nand2b           1               6.6
xnor2            1               9.2
nor2b            1               6.6
nand4bb          1                12
inv              2               7.9
or4              1               7.9
nand3            1               5.3
## worst paths after layout
check             slack (ns)  cells after the start    to
setup / recovery        0.07                      5    rd
hold / removal          1.28                      4  halt
## what timing repair did
action                     in CTS  in global routing
buffers inserted                1                  0
setup endpoints to repair       8                  3
hold endpoints to repair        0                  0
pin swaps                       3                  5
resized                        11                  3
## layout make-up
cell class / instances / area, µm²
fillers: 405 / 3060
inverters: 2 / 7.51
multi-input cells: 15 / 91.3
well taps: 46 / 57.6
repair buffers: 21 / 196
Power and IR drop assume default switching activity.
